[flow/config.mk]
export PLATFORM = sky130hd
export DESIGN_NAME = design_wrapper
export DESIGN_NICKNAME = design_wrapper
export VERILOG_FILES = /design/flow/design.v
export SDC_FILE = /design/flow/constraint.sdc
export NUM_CORES = 4
export LEC_CHECK = 1
export CORE_AREA = 10 10 111 111
export DIE_AREA = 0 0 121 121
[flow/constraint.sdc]
current_design design_wrapper

set clk_period 5.4
set clk_io_pct 0.2

create_clock -name clk0 -period $clk_period [get_ports {clk}]

set non_clock_inputs [all_inputs -no_clocks]
set_input_delay [expr $clk_period * $clk_io_pct] -clock clk0 $non_clock_inputs
set_output_delay [expr $clk_period * $clk_io_pct] -clock clk0 [all_outputs]
[flow/design.v]
module design_wrapper (
    input wire clk,
    input wire rst,
    output wire led
);
reg [23:0] counter;
always @(posedge clk or posedge rst) begin
    if (rst) begin
        counter <= 0;
    end else begin
        counter <= counter + 1;
    end
end
assign led = counter[23];
endmodule
[flow/run.sh]
#!/bin/bash
# OpenROAD 26Q1-2900-gdf79404cd8, Yosys 0.63+post, stock flow scripts
make -C /OpenROAD-flow-scripts/flow DESIGN_CONFIG=/design/flow/config.mk WORK_HOME=/design/flow/orfs finish
==> results.json <==
{
  "yosys.area_share.simple_pct": 19.3,
  "dr_vias_cell": 2.63,
  "first_pass_grt_wire_length_um": 2550,
  "number_of_warnings_reported_in_the_yosys_synthesis_log": 1,
  "report.final.slew_viol_count": 0,
  "endpoint_kind": "output port",
  "vdd_ir_drop_max_mv": 0.0722,
  "grt_usage_pct": 2.02,
  "arrival_ns": 1.09,
  "crit_slowest_cell": "sky130_fd_sc_hd__clkdlybuf4s50_1",
  "fillerInstances": 1100,
  "fin_worst_skew_ns": 0.00245,
  "hold_violations": 0,
  "synth.cell_area_um2": 1010,
  "antenna_violating_nets_post_route": 0,
  "p_total_mw": 0.284,
  "cts.clk_slew.worst_paths_ns": 0.08,
  "rsz0062_at_grt": "no",
  "drc": 0,
  "ant_diodes": 0,
  "fa_ha_area_share_pct": 1.23,
  "num_vias": 582,
  "cp_top_family": "buffers and inverters",
  "number_of_antenna_violations_at_the_first_check_in_global_routing": 0,
  "fin_setup_tns_ns": 0,
  "worst-path-max-fanout": 2,
  "synthesis.instances": 83,
  "die-width_um": 121,
  "initial_utilization_pct": 10.3,
  "yosys.area_share.xor_xnor_pct": 19.0,
  "total_tool_warning_count": 25,
  "post_route_cells_drive_above_1_share_pct": 5.68,
  "commonest_cells_post_synth": "sky130_fd_sc_hd__dfrtp_1 (24), sky130_fd_sc_hd__xnor2_1 (18), sky130_fd_sc_hd__nand2_1 (7), sky130_fd_sc_hd__nand3_1 (7), sky130_fd_sc_hd__nand4_1 (7)",
  "cp-startpoint": "counter[23]",
  "synth_sequential_area_ratio_pct": 59.3,
  "placed_cells": 218,
  "power_density_nw_per_um2": 228,
  "clk_root_buffer_cell": "sky130_fd_sc_hd__clkbuf_8",
  "final_period_minus_worst_setup_slack_ns": 2.17,
  "worstPathBufferInverterCount": 1,
  "report.final.setup_viol": 0,
  "cts_buf_count": 3,
  "yosys_register_bits": 24,
  "logic_family": "simple AND/OR/NAND/NOR gates",
  "postCtsSetupBuffers": 0,
  "clock_path_buffers": 2,
  "pin_count_of_the_biggest_net_entering_global_routing": 25,
  "hold_sp": "counter[12]",
  "cells_along_the_critical_path": "clkdlybuf4s50_1",
  "die_h_um": 121,
  "cts_hold_repair.buffers": 0,
  "port_buffers": 2,
  "clock_insertion_delay_worst_skew_ns": 0.26,
  "post_cts_resize_count": 0,
  "layout-area-overhead-vs-synth_pct": 22.7,
  "post-synth-top-area-fraction_pct": 59.3,
  "number_of_global_route_vias_before_repair": 565,
  "syn_avg_cell_area_um2": 12.2,
  "maxCapViolCount": 0,
  "achievable-frequency_mhz": 460,
  "worst-slew-pin-transition_ns": 0.512,
  "timing.slew.headroom_pct": 65.8,
  "routabilityCongestion": 0.687,
  "routed_wire_length_per_instance_um": 6.29,
  "cts.sink_count": 24,
  "drt_pass1_iterations": 3,
  "area_share_of_and_or_or_and_cells_after_synthesis_pct": 0,
  "chip_area_um2": 14600,
  "setup.worst_path.start_class": "register",
  "placeableCoreArea_um2": 9860,
  "hpwl_after_dpl_um": 977,
  "synthDistinctLibCells": 16,
  "register_containing_the_most_flip_flops_in_the_final_layout": "counter",
  "placementRows": 36,
  "largest_reg_flops": 24,
  "outcome": "finished clean",
  "final.period_utilization_pct": 40.3,
  "hold_path.class": "reg2reg",
  "worst_ep_required_time_ns": 4.32,
  "synth_stat.cells": 83,
  "ys_sh_mux_pct": 0,
  "yosysChipArea_um2": 1010,
  "cts_htree_levels": 1,
  "critPathMaxStageDelay_ns": 0.48,
  "worstReg2RegStart": "counter[0]",
  "power.static_leakage_nw": 0.517,
  "global_route.overflow_total": 0,
  "synth-main-ff-cell": "sky130_fd_sc_hd__dfrtp_1",
  "synth.top_cells.by_area": "sky130_fd_sc_hd__dfrtp_1 (59%), sky130_fd_sc_hd__xnor2_1 (16%), sky130_fd_sc_hd__nand4_1 (4.3%)",
  "yosysMostFrequentCell": "sky130_fd_sc_hd__dfrtp_1",
  "overall_routed_net_length_um": 1390,
  "drt_first_iter_violations": 17,
  "final-instance-count-excl-fill": 221,
  "fin_worst_hold_slack_ns": 0.471,
  "synth-edff-count": 0,
  "floorplan.io_pins": 3,
  "asyncSetResetFlopFracSynth_pct": 100,
  "synth_top_cell_by_area": "sky130_fd_sc_hd__dfrtp_1",
  "post-route-util_pct": 12.6,
  "criticalPathCategory": "reg2out",
  "reg.largest.list": "counter (24)",
  "cts_tree": "done"
}
kinds of logic after synthesis:
logic type / Yosys count
and+or+nand+nor: 33
DFF: 24
xor gates and xnor gates: 22
buffers and inverters: 3
adders and majority gates: 1
cell usage in the layout, fill, tap and decap left out:
| master | instances |
|---|---|
| sky130_fd_sc_hd__or2_1 | 1 |
| sky130_fd_sc_hd__buf_4 | 1 |
| sky130_fd_sc_hd__nand3_1 | 7 |
| sky130_fd_sc_hd__nor3_4 | 1 |
| sky130_fd_sc_hd__clkbuf_8 | 3 |
| sky130_fd_sc_hd__ha_1 | 1 |
| sky130_fd_sc_hd__dfrtp_1 | 24 |
| sky130_fd_sc_hd__inv_1 | 2 |
| sky130_fd_sc_hd__xor2_1 | 4 |
| sky130_fd_sc_hd__nand2_1 | 7 |
| sky130_fd_sc_hd__and4_1 | 3 |
| sky130_fd_sc_hd__clkdlybuf4s50_1 | 2 |
| sky130_fd_sc_hd__and2_1 | 1 |
| sky130_fd_sc_hd__nor2b_1 | 1 |
| sky130_fd_sc_hd__and3_1 | 4 |
| sky130_fd_sc_hd__nand4_1 | 7 |
| sky130_fd_sc_hd__nor2_1 | 1 |
| sky130_fd_sc_hd__xnor2_1 | 18 |
cell type report:
cell class,count,area [µm²],share of cell area (%)
Sequential cell,24,601,48.3
Multi-Input combinational cell,56,400,32.2
Tap cell,133,166,13.4
Clock buffer,3,41.3,3.32
Timing Repair Buffer,3,27.5,2.21
Inverter,2,7.51,0.604
through the flow:
stage	setup WS, ns	cell area [µm²]
after CTS	3.20	1240
after floorplan	3.86	1010
after detailed placement	3.50	1200
after global placement	3.51	1200
final	3.23	1240
after global routing	3.15	1240
metal layers:
| metal | share of wire, % | track usage (%) | wire (µm) |
|---|---|---|---|
| met1 | 56 | 3.26 | 784 |
| met2 | 39 | 2.52 | 544 |
| met3 | 2.1 | 0.472 | 29 |
| met4 | 2.4 | 0.603 | 34 |
| met5 | 0 | 0 | 0 |
power by group:
| group | total [mW] | internal [mW] | switching, mW |
|---|---|---|---|
| registers | 0.180 | 0.180 | 0 |
| logic | 0.00448 | 0.00116 | 0.00332 |
| clock network | 0.100 | 0.0497 | 0.0504 |
| total | 0.284 | 0.230 | 0.0537 |
path summary, 6_finish.rpt:
| path | to | slack (ns) | depth (start not counted) |
|---|---|---|---|
| worst max register to register | counter[16] | 3.66 | 5 |
| worst min-delay path | counter[12] | 0.47 | 1 |
| worst max-delay path | led | 3.23 | 1 |
| min in group asynchronous | counter[0] | 1.15 | 3 |
| max in group asynchronous | counter[4] | 4.02 | 3 |
| worst min register to register | counter[12] | 0.47 | 1 |
Power figures rest on the tool's default switching activity, not on a simulated workload.
